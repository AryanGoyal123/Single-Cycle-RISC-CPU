===== flow/config.mk =====
export PLATFORM = sky130hd
export DESIGN_NAME = pc
export DESIGN_NICKNAME = pc
export VERILOG_FILES = /design/flow/design.v
export SDC_FILE = /design/flow/constraint.sdc
export NUM_CORES = 4
export LEC_CHECK = 1
export CORE_AREA = 10 10 102 102
export DIE_AREA = 0 0 112 112

===== flow/constraint.sdc =====
current_design pc

set clk_period 1.0
set clk_io_pct 0.2

create_clock -name clk0 -period $clk_period [get_ports {clk}]

set non_clock_inputs [all_inputs -no_clocks]
set_input_delay [expr $clk_period * $clk_io_pct] -clock clk0 $non_clock_inputs
set_output_delay [expr $clk_period * $clk_io_pct] -clock clk0 [all_outputs]

===== flow/design.v =====
module pc #(parameter WIDTH = 32)(
  input wire clk, reset,
  input wire [WIDTH-1:0] next_pc,
  output wire [WIDTH-1:0] pc_out
);
  always @(posedge clk) begin
    if(reset)
      pc_out = 32'b0;
    else 
      pc_out <= next_pc;
  end
endmodule

===== flow/run.sh =====
#!/bin/bash
# OpenROAD 26Q1-2900-gdf79404cd8, Yosys 0.63+post, stock flow scripts
make -C /OpenROAD-flow-scripts/flow DESIGN_CONFIG=/design/flow/config.mk WORK_HOME=/design/flow/orfs finish

==> metrics.log <==
[metrics] run summary
INFO  metric run_status = finished, final reports clean
INFO  metric power_leakage = 0.0006641 uW
INFO  metric timing.fmax = 1.041 GHz
INFO  metric die.size.x = 112 um
INFO  metric post_synth_instance_area = 863.3 sq um
INFO  metric port_buffers = 65
INFO  metric crit_path_max_incr_delay = 0.31 ns
INFO  metric fin_total_pwr = 2558 uW
INFO  metric cap_viol_max_count = 0
INFO  metric worst_path_arrival_time = 0.76 ns
INFO  metric core_area = 8217 sq um
INFO  metric detailedRoute.firstIterationViolations = 4
INFO  metric critical_path.startpoint_type = flip-flop
INFO  metric number_of_endpoints_with_negative_hold_slack_in_the_final_report = 0
INFO  metric stdcell_area = 1684 sq um
INFO  metric drt_pass1_iterations = 2
INFO  metric timing.final.setup_violations = 0
INFO  metric grt_pass1_vias = 715
INFO  metric worst-path-buf-inv = 1
INFO  metric clock_sink_count = 32
INFO  metric drt_wl_total = 2655 um
INFO  metric finish.utilization = 20.50%
INFO  metric grt.overflow.total = 0
INFO  metric hp-class = input pin to flip-flop
INFO  metric cts_tree = built
INFO  metric cts_buffers = 5
INFO  metric core_util_floorplan = 10.51%
INFO  metric route.detailed.vias_per_inst = 2.810
INFO  metric layout.cells.most_common = sky130_fd_sc_hd__clkdlybuf4s50_1
INFO  metric cts_post_setup_buffers_inserted = 0
INFO  metric report.final.slew_viol_count = 0
INFO  metric stage_log_warnings = 25
INFO  metric critPathTopFamily = flip-flops
INFO  metric hpwl = 2137 um
INFO  metric setup_slack = 0.03963 ns
INFO  metric synth.lib_cells_used.distinct = 3
INFO  metric clock_tree.root_cell = sky130_fd_sc_hd__clkbuf_8
INFO  metric cts_hold_buffers = 0
INFO  metric grt_max_degree = 33
INFO  metric placement_rows = 33
INFO  metric path_class = flip-flop to primary output
INFO  metric yosys_register_bits = 32
INFO  metric synth.yosys.num_cells = 67
INFO  metric use_met1 = 4.278%
INFO  metric ys.warnings.count = 3
INFO  metric top_regs = pc_out x32
INFO  metric floorplan.die_area = 12540 sq um
INFO  metric share_of_cells_above_drive_strength_1 = 20.44%
INFO  metric ant_nets = 0
INFO  metric crit_path_top_delay_cell = sky130_fd_sc_hd__dfxtp_1
INFO  metric drt-wirelength-per-cell = 10.97 um
INFO  metric synth_sequential_area_ratio = 74.20%
INFO  metric largest_register_ffs = 32
INFO  metric first_pass_grt_wire_length = 4077 um
INFO  metric route.vias.total = 680
INFO  metric power_per_cell_area = 1519 nW/um^2
INFO  metric area_growth = 95.07%
INFO  metric synthesis.instances = 67
INFO  metric timing_worst_slew_pin_value = 0.1468 ns
INFO  metric synth_chip_area = 863.3 sq um
INFO  metric final.min_clock_period = 0.9604 ns
INFO  metric ctsLongestPathBuffers = 2
INFO  metric place_area = 1643 sq um
INFO  metric gr-usage-met2 = 6.876%
INFO  metric grt_most_used_layer = met2
INFO  metric end_kind = primary output
INFO  metric die-height = 112 um
INFO  metric pin_count = 66
INFO  metric max-slew-margin-rel = 90.21%
INFO  metric critical_path.max_fanout = 1
INFO  metric timing.critical_path.cells = clkdlybuf4s15_1
INFO  metric drc = 0
INFO  metric fill_cells = 876
INFO  metric seqCellArea = 654.4 sq um
INFO  metric finalClockPeriodUsage = 96.04%
INFO  metric placement.setup.worst_slack = -0.1067 ns
INFO  metric diodes = 0
INFO  metric grt_use_total = 3.970%
INFO  metric place.gp.congestion = 0.6729
INFO  metric met3_routing_resource_usage_after_global_routing = 1.846%
INFO  metric antenna_found_initial = 0
INFO  metric worst_setup_hold_path_clk_slew = 0.07 ns
INFO  metric synth.avg_cell_area = 12.89 sq um
INFO  metric worst_ep_required_time = 0.80 ns
INFO  metric layout_top_cells = sky130_fd_sc_hd__clkdlybuf4s50_1, sky130_fd_sc_hd__nor2b_1, sky130_fd_sc_hd__clkdlybuf4s15_1, sky130_fd_sc_hd__dfxtp_1, sky130_fd_sc_hd__dfxtp_2
INFO  metric mi_logic_area = 200.2 sq um
INFO  metric ir_worst_vdd = 0.3939 mV
INFO  metric clock_tree.htree_level_count = 2
INFO  metric fin_tns_setup = 0 ns
INFO  metric registers.top_by_ff_count = pc_out
-- Yosys cell counts --
master | n | area share (%)
sky130_fd_sc_hd__buf_4 | 3 | 2.6
sky130_fd_sc_hd__dfxtp_1 | 32 | 74
sky130_fd_sc_hd__nor2b_1 | 32 | 23
-- kinds of logic (layout without fill, tap and decap cells) --
logic type	count (synthesis)	count (layout)	synth area share, %
buffers and inverters	3	73	2.609
flip-flops	32	32	74.20
AND/OR/NAND/NOR	32	32	23.19
-- per-stage QoR --
step	instances	hold slack [ns]
5_1_grt	242	0.4520
3_3_place_gp	235	0.7586
4_1_cts	242	0.4523
6_report	242	0.4610
3_5_place_dp	235	0.7602
2_1_floorplan	67	0.2716
-- cell type report --
cell class                      instances  area share, %
Clock buffer                            6          4.309
Clock inverter                          1         0.2972
Sequential cell                        32          38.86
Multi-Input combinational cell         32          11.89
Timing Repair Buffer                   66          36.85
Tap cell                              105          7.801
-- report_power, final --
| part | internal (uW) | switching [uW] |
|---|---|---|
| logic | 215 | 56.2 |
| clock network | 473 | 450 |
| registers | 1350 | 17.0 |
-- path summary, 6_finish.rpt --
check,endpoint,cells after the start,from,slack [ns]
setup / recovery,pc_out[9],1,pc_out[9]$_SDFF_PP0_,0.04
hold / removal,pc_out[6]$_SDFF_PP0_,2,next_pc[6],0.46
-- per-layer routing --
layer / wire length, um / vias up
met5: 0 / -
met4: 58 / 0
met3: 264 / 5
met2: 1330 / 35
met1: 1001 / 304
li1: - / 336
-- timing repair --
item,CTS,global route
setup endpoints to repair,32,12
gates resized,70,16
hold endpoints to repair,0,0
No activity file was given, so power comes from the tool's default toggle rates.
