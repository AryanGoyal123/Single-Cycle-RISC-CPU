## /design/flow/run.sh

```bash
#!/bin/bash
# OpenROAD 26Q1-2900-gdf79404cd8, Yosys 0.63+post, stock flow scripts
make -C /OpenROAD-flow-scripts/flow DESIGN_CONFIG=/design/flow/config.mk WORK_HOME=/design/flow/orfs finish
```

## /design/flow/config.mk

```make
export PLATFORM = sky130hd
export DESIGN_NAME = DataMemory
export DESIGN_NICKNAME = DataMemory
export VERILOG_FILES = /design/flow/design.v
export SDC_FILE = /design/flow/constraint.sdc
export NUM_CORES = 4
export LEC_CHECK = 1
export CORE_UTILIZATION = 50
```

## /design/flow/design.v

```verilog
module DataMemory #(parameter WIDTH = 32) (
  input clk, 
  input MemRead, MemWrite,
  input [WIDTH-1:0] addr, write_data,
  output [WIDTH-1:0] read_data
);
  localparam DEPTH = WIDTH;
  localparam ADDR_BITS = $clog2(DEPTH); 
  reg [WIDTH-1:0] mem [0:DEPTH-1];  
  wire [ADDR_BITS-1:0] index = addr[ADDR_BITS+1:2];
  always @(posedge clk) begin
    if (MemWrite)
      mem[index] <= write_data;
  end
  always @(*) begin
    if(MemRead)
      read_data = mem[index];
    else
      read_data = {WIDTH{1'b0}};
  end
endmodule
```

## /design/flow/constraint.sdc

```tcl
current_design DataMemory

set clk_period 7.8
set clk_io_pct 0.2

create_clock -name clk0 -period $clk_period [get_ports {clk}]

set non_clock_inputs [all_inputs -no_clocks]
set_input_delay [expr $clk_period * $clk_io_pct] -clock clk0 $non_clock_inputs
set_output_delay [expr $clk_period * $clk_io_pct] -clock clk0 [all_outputs]
```

==> summary.txt <==
flow finished, numbers: worst min-delay path class in -> reg, FMAX around 150 MHz, crit-path most repeated cell clkdlybuf4s50_1, post-CTS setup buffers 0, Cell Rows about 100, Routed Antenna Nets 0, Top cell excl fill/tap edfxtp_1, gr ovfl total 0, mapped cell area 39200 um^2, fin. max-slew vios 0, Worst-Margin Slew 0.991 ns, initial detailed-routing violation count 1164, CORE AREA around 77000 um^2, Final Setup Violations 0, Pre-antenna DRT Iters 5, PortBufs 71, max reg flops ~1000, total track usage 0.269, cells after synthesis 2078, P_sw 2.27 mW, share of cells above drive strength 1 0.126, CP Buf/Inv Count 3, clk root buf clkbuf_16, distinct lib cells 22, Crit path arrival time 5.09 ns, Crit Path Max Fanout 19, Slew HR 0.337, WP data required about 6.2 ns, OpenROAD warnings 53, largest net degree at the start of global routing ~100, Critical Path Sink Type primary output, clk sinks 1024, minimum period implied by the final worst setup slack 6.65 ns, Ys Warns 3, Layout Cells excl Fill 3349, most numerous logic cells after layout edfxtp_1, mux2i_1, o22ai_1, cells in synth_stat.txt 2078, I/O Pins 99, width of the die 282 um, H-tree Lvls 3, DR vias 19800, Largest regs mem: 1024 flops, Placed Instances between 3000 and 4000, crit start category input pin, critical path type in -> out, Die Size 79500 um^2, DRC viols 0, fp_density 0.506, clock share of power 0.406, cycle use final 0.853, initial antenna violation count 1, Hold Vio Cnt, Final 0, CTS tree built, Max Cap Viol 0, hold_buf cts 0, worst-path cell chain clkdlybuf4s50_1 > or4b_2 > buf_12 > o22ai_1 > nor4_1 > a21boi_1 > clkdlybuf4s50_1, vias per cell 5.90, power per standard cell area 250 nW/um^2, Crit path max-delay family simple AND/OR/NAND/NOR gates, Post-Route Setup TNS 0 ns, Area Growth Syn to Fin 14.2%, RSZ-0062 raised after global routing no, Slowest-stage cell, CP clkdlybuf4s50_1, DP HPWL 52.0 mm, clock-pin slew on the worst setup and hold paths 0.06 ns, Final GP Congestion 0.846, Synth Seq Share 0.785, Switching Fraction 0.203, clk buf depth 3, Logic pwr share 0.047, vias in the first global route 20400, Synth flops between 1000 and 1500, Avg Inst Size Synth roughly 19 um^2, Pint 8.93 mW, Die Height 282 um, final worst setup slack 1.15 ns, post-layout util 0.578, Reg with most FFs mem, status finished clean, DR WL/cell between 20 and 30 um, leakage 15.2 nW, final wirelength 93.1 mm, crit-path max cell delay 0.84 ns, PostCTS Resize Cnt 0, YS chip area between 30000 and 40000 um^2, worst vdd ir 0.183 mV, pre-CTS WS 1.21 ns, CTS Buf Count 100, global-route wire length before repair 134 mm, Flop pwr share 0.548
## metal layers
metal  track usage  up-vias  share of wire
li1              -     8824              -
met3         0.186      139           0.16
met4        0.0530        4          0.025
met1         0.373     9715           0.35
met2         0.380     1093           0.47
met5        0.0189        -         0.0017
## worst paths after layout
kind,from,to,slack (ns),cells after the start
hold / removal,write_data[27],mem[2][27]$_DFFE_PP_,1.72,1
setup / recovery,addr[6],read_data[21],1.15,7
## Yosys cell counts
cell	count	area share
nand3b_1	4	0.00077
nand4_1	1	0.00016
nor2_1	29	0.0028
nand4b_1	4	0.00089
or3b_2	3	0.00067
nand3_1	2	0.00026
edfxtp_1	1024	0.78
nand4bb_1	6	0.0017
o22ai_1	254	0.041
or4_1	1	0.00019
a21boi_1	32	0.0061
or4b_1	4	0.0010
clkbuf_1	29	0.0028
nor4_1	64	0.010
buf_6	11	0.0032
buf_4	2	0.00038
nand2_1	2	0.00019
nor3_1	4	0.00051
or3_1	1	0.00016
o22ai_2	2	0.00064
mux2i_1	512	0.13
buf_2	87	0.011
## logic make-up after synthesis
family,Yosys count,synth area share
DFF,1024,0.785
muxes,512,0.131
AOI/OAI and AO/OA,288,0.0473
buffers and inverters,129,0.0174
and+or+nand+nor,125,0.0195
## metrics by stage
step                      power [mW]  area [um^2]  hold slack (ns)
after floorplan                 6.52        39200             1.66
after global placement          6.76        41700             2.35
after detailed placement        6.77        41700             2.38
after CTS                       11.3        44800             1.69
after global routing            11.5        44800             1.75
final                           11.2        44800             1.72
## power by group through the flow
stage         Clock (mW)  Sequential (mW)  Combinational [mW]
CTS                 4.62             6.14               0.525
global route        4.84             6.14               0.561
finish              4.55             6.14               0.521
## cell type report
cell class	instances	area, um^2
clock inverters	59	477
well taps	1040	1300
flip-flops and latches	1024	30700
multi-input cells	925	8010
fillers	5577	32700
diodes	3	7.51
clock buffers	121	2620
repair buffers	177	1590
Power and IR drop assume default switching activity.
