<file path="flow/config.mk">
export PLATFORM = sky130hd
export DESIGN_NAME = ALUOperMux
export DESIGN_NICKNAME = ALUOperMux
export VERILOG_FILES = /design/flow/design.v
export SDC_FILE = /design/flow/constraint.sdc
export NUM_CORES = 4
export LEC_CHECK = 1
export CORE_AREA = 10 10 71 71
export DIE_AREA = 0 0 81 81
</file>
<file path="flow/constraint.sdc">
current_design ALUOperMux

set clk_period 1.0
set clk_io_pct 0.2

create_clock -name clk0 -period $clk_period

set non_clock_inputs [all_inputs -no_clocks]
set_input_delay [expr $clk_period * $clk_io_pct] -clock clk0 $non_clock_inputs
set_output_delay [expr $clk_period * $clk_io_pct] -clock clk0 [all_outputs]
</file>
<file path="flow/design.v">
module ALUOperMux #(parameter WIDTH = 32)(
  input [WIDTH-1:0] read_data2, imm,
  input ALUSrc,  
  output [WIDTH-1:0] alu_b
);
  assign alu_b = ALUSrc ? imm: read_data2;
endmodule
</file>
<file path="flow/run.sh">
#!/bin/bash
# OpenROAD 26Q1-2900-gdf79404cd8, Yosys 0.63+post, stock flow scripts
make -C /OpenROAD-flow-scripts/flow DESIGN_CONFIG=/design/flow/config.mk WORK_HOME=/design/flow/orfs finish
</file>
==> results.env <==
YS_SH_ADDER_PCT=0
WIRELENGTH_UM=2942
GRT.MET1_USAGE_PCT=9.614
WORSTPATHREQUIRED_NS=0.80
CLKBUF_COUNT=0
SHARE_OF_THE_YOSYS_CHIP_AREA_BELONGING_TO_REGISTERS_PCT=0
TOP_CELL='sky130_fd_sc_hd__mux2_4'
YS_AREA_UM2=544.3
SYNTHDOMINANTAREACELLTYPE='sky130_fd_sc_hd__mux2_4'
CRIT_PATH_FREQUENT_CELL='sky130_fd_sc_hd__buf_12'
TIMING.SETUP.TNS_NS=-2.932
MAPPEDNETLISTAREA_UM2=544.3
CRIT_PATH_START_KIND='primary input'
FIRST_GLOBAL_VIAS=795
GRT_MAX_DEGREE=13
YS_SH_AOI_PCT=0
GLOBAL_ROUTE.USAGE.MET2_PCT=14.09
XOR_SHARE_PCT=0
CP_SLOWEST_STAGE_DELAY_NS=0.28
ROUTE.ANTENNA.DIODE_COUNT=0
INITIAL_ANTENNA_VIOLATION_COUNT=0
FINAL_MAX_SLEW_VIOL_COUNT=0
VIA_PER_INST=3.821
DRT_ITER0_DRC=0
ROUTABILITYCONGESTION=0.8472
DIE_HEIGHT_UM=81
PATH_CLASS_OF_THE_LOWEST_SLACK_MIN_DELAY_PATH='primary input to output port'
REPORT.FINAL.HOLD_VIOL_COUNT=0
CRITICAL_PATH.ENDPOINT_TYPE='output port'
DRIVE_GT1_SHARE_PCT=52.94
SYNTH.TOP_CELL.AREA_SHARE_PCT=82.76
YOSYS_SIMPLE_SHARE_PCT=0
WORST_SLEW_PIN_SLEW_NS=0.09599
RSZ_0062_RAISED_AFTER_GLOBAL_ROUTING='true'
WARNING_COUNT=34
TIMING.FINAL.CRIT_SHARE_PCT=119.1
GRT_PASS1_WL_UM=4347
SLEW-LIMIT-HEADROOM_PCT=93.60
DRT_PASS1_ITERATIONS=1
PERIOD_MINUS_SLACK_NS=1.191
FF_LATCH_AREA_UM2=0
FINALCOREUTILIZATION_PCT=43.91
REMAINING_DRC_ERRORS=0
BUSIEST_LAYER='met2'
WORST-SETUP-PATH-TYPE='primary input to output port'
YOSYS-TOP-CELLS-COUNT='sky130_fd_sc_hd__mux2_4, sky130_fd_sc_hd__buf_12, sky130_fd_sc_hd__mux2_2'
FLOORPLANUTILIZATION_PCT=14.98
SYN-INSTANCE-COUNT=36
MET3_USAGE_PCT=4.232
RUN_STATUS='complete, but fails checks'
POWER-PER-CELL-AREA_nW_PER_UM2=400.6
MAXCAPVIOLCOUNT=0
P_LEAK_nW=0.8588
PORT_BUFFERS=97
N_SEQUENTIAL_CELL=0
FILLCELLCOUNT=353
NETLIST-CELL-TYPE-COUNT=4
IRDROPWORSTVDD_uV=149.8
ROUTE.VIAS.TOTAL=703
PIN_COUNT=97
LAYOUT-AREA-OVERHEAD-VS-SYNTH_PCT=193.1
FAILED_CHECKS='negative setup slack'
GRTUSAGETOTAL_PCT=8.244
DIE.SIZE.X_UM=81
NUMBER_OF_HOLD_REPAIR_BUFFERS_ADDED_AT_THE_CTS_STAGE=0
DETAIL-ROUTE-ANTENNA-NETS=0
WORSTPATHCELLLIST='buf_12 -> buf_16 -> buf_12 -> mux2_4 -> buf_2'
BIGGEST_FANOUT_ALONG_THE_WORST_TIMING_PATH=5
CHIP_AREA_UM2=6561
FMAX_MHz=839.7
AREA_LEADERS='sky130_fd_sc_hd__mux2_4, sky130_fd_sc_hd__buf_12, sky130_fd_sc_hd__mux2_2'
SYNTH-CELLS-YOSYS=36
YS_TOP_LOGIC_FAMILY='multiplexers'
SYNTH.AVG_CELL_AREA_UM2=15.12
SETUP_VIOLATIONS=32
FP-ROW-COUNT=22
DRT-WIRELENGTH-PER-CELL_UM=15.99
TIMING.CRITICAL_PATH.SLOWEST_STAGE_CELL='sky130_fd_sc_hd__mux2_4'
LAYOUT_SETUP_WS_NS=-0.1909
SYNTH.AREA.MUX_SHARE_PCT=86.90
SYNTH_WARN=0
CORE_REGION_AREA_UM2=3633
GLOBALROUTEOVERFLOWTOTAL=0
WORSTPATHARRIVAL_NS=0.99
placed cells by master (no fill, tap or decap):
master and n:
sky130_fd_sc_hd__dlygate4sd2_1 58, sky130_fd_sc_hd__mux2_4 32, sky130_fd_sc_hd__buf_6 25, sky130_fd_sc_hd__buf_2 8, sky130_fd_sc_hd__clkdlybuf4s50_1 5, sky130_fd_sc_hd__buf_12 4
sky130_fd_sc_hd__buf_16 3, sky130_fd_sc_hd__dlymetal6s2s_1 1
kinds of logic (layout without fill, tap and decap cells):
family                 Yosys count  in the layout
muxes                           32             32
buffers and inverters            4            104
worst paths after layout:
check,from,to,slack [ns],cells after the start
setup / recovery,ALUSrc,alu_b[11],-0.19,5
hold / removal,read_data2[19],alu_b[19],0.71,3
layer usage:
metal / wire, um / share of wire (%)
met2: 1464 / 50
met3: 423 / 14
met4: 0 / 0
met5: 0 / 0
met1: 1054 / 36
report_power, final:
group	total, mW	switching [mW]	internal (mW)
sequential	0	0	0
clock	0	0	0
combinational	0.639	0.144	0.495
worst max-delay path, delay by kind of cell:
| kind | cells | cell delay (ns) |
|---|---|---|
| buf+inv | 4 | 0.51 |
| mux | 1 | 0.28 |
through the flow:
stage | instances | hold slack, ns | worst slack (ns) | area, um^2 | total power [mW]
after detailed placement | 179 | 1.320 | -0.5034 | 1539 | 0.6597
after global placement | 179 | 1.313 | -0.5126 | 1539 | 0.6562
after global routing | 184 | 0.7227 | -0.2034 | 1595 | 0.6845
after CTS | 184 | 0.7998 | -0.1924 | 1533 | 0.6113
after floorplan | 36 | 0.4977 | 0.06690 | 544.3 | 0.2063
final | 184 | 0.7094 | -0.1909 | 1595 | 0.6391
final cells by class:
type / instances / area [um^2] / area share, %
Multi-Input combinational cell: 32 / 480.5 / 30.12
Tap cell: 48 / 60.06 / 3.765
Timing Repair Buffer: 104 / 1055 / 66.12
what timing repair did:
item,4_1_cts,5_1_grt
setup buffers,2,0
resized,178,11
gates cloned,3,0
setup endpoints to repair,32,32
No activity file was given, so power comes from the tool's default toggle rates.
